--- design.v ---
module ucsbece154b_rf (
    input               clk,
    input         [4:0] a1_i, a2_i, a3_i,
    output wire  [31:0] rd1_o, rd2_o,
    input               we3_i,
    input        [31:0] wd3_i
);
reg [31:0] MEM [0:31];
assign rd1_o = MEM[a1_i];
assign rd2_o = MEM[a2_i];
initial MEM[0] = 32'b0;
always @ (posedge clk) begin
    if (we3_i && (a3_i!=5'b0))
        MEM[a3_i] <= wd3_i;
end
endmodule
--- run.sh ---
#!/bin/bash
# OpenROAD 26Q1-2900-gdf79404cd8, Yosys 0.63+post, stock flow scripts
make -C /OpenROAD-flow-scripts/flow DESIGN_CONFIG=/design/flow/config.mk WORK_HOME=/design/flow/orfs finish
--- config.mk ---
export PLATFORM = sky130hd
export DESIGN_NAME = ucsbece154b_rf
export DESIGN_NICKNAME = ucsbece154b_rf
export VERILOG_FILES = /design/flow/design.v
export SDC_FILE = /design/flow/constraint.sdc
export NUM_CORES = 4
export LEC_CHECK = 1
export CORE_UTILIZATION = 30
--- constraint.sdc ---
current_design ucsbece154b_rf

set clk_period 6.0
set clk_io_pct 0.2

create_clock -name clk0 -period $clk_period [get_ports {clk}]

set non_clock_inputs [all_inputs -no_clocks]
set_input_delay [expr $clk_period * $clk_io_pct] -clock clk0 $non_clock_inputs
set_output_delay [expr $clk_period * $clk_io_pct] -clock clk0 [all_outputs]
==> results.cfg <==
; implementation run metrics
[final_layout]
largest_register_ffs = 1024
largestRegisters = MEM (1024)
nFillCells = 15200
drive_gt1_share_pct = 10.2
top_register = MEM
syn2layout_area_growth_pct = 16.0
finish.instance_area_um2 = 56600

[grt]
grt_max_degree = 84
antenna_found_initial = 14
grt_pass1_wl_um = 221000
grt_usage_pct = 19.8
grt_pass1_vias = 31800
grt-ovfl-total = 0

[route]
drc = 0
n_antenna_cell = 0
vias_per_cell = 5.33
dr.pass1.iters = 8
vias = 30900
wire_per_inst_um = 26.8
first_iter_violations = 2010
totalWireLength_um = 155000
ant_nets = 0

[synthesis]
synthCells = 3386
ys_area_um2 = 48800
synth_area_per_cell_um2 = 14.4
ys.flop_type = edfxtp_1
synth-edff-count = 1024
top_cells_by_area = edfxtp_1, mux2i_1, a22oi_1
ys_ff = 1024
ys_warn_count = 1
yosys-stat-cells = 3386
yosysTopAreaCell = edfxtp_1
top_area_share_pct = 63.1
syn_area_um2 = 48800
async_flop_share_pct = 0
synthTopCellsByCount = edfxtp_1, mux2i_1, nand2_1
synthDistinctLibCells = 24
synth_seq_share_pct = 63.1

[die]
num_rows = 147
chipArea_um2 = 164000
die_h_um = 405
die_width_um = 405
core_area_um2 = 161000
fp_util_pct = 30.3
pin_count = 113

[clocking]
cts_tree = done
clkSinkCount = 1024
cts_buffers = 102
clk_pin_slew_ps = 60
cts_root_buf = clkbuf_16
cts_resized = 0
post_cts_buffers = 0
cts.path.max_buffers = 3
cts_hold_buffers = 0
htree_levels = 3

[critical_path]
end_kind = output port
cp.required_ps = 4800
path_max_fanout = 21
arrival_ps = 4470
cp-start-kind = input port
criticalPathCategory = input port to output port

[final_timing]
setup-violations-final = 0
finalSetupTns_ps = 0
final.min_clock_period_ps = 5670
slew_violations = 0
hold_viol_final = 0
max_freq_mhz = 176
worstMarginPinSlew_ps = 980
relSlewSlack_pct = 34.6
rsz0062_at_grt = no
post-route-period-util_pct = 94.6

[placed_design]
placed_cell_area_um2 = 53200
port_buffers = 112
gp_congestion = 0.876
hpwlAfterDp_um = 89800

[run]
warnings = 26
maxCapViolations = 0

[power]
p_per_area_nw_per_um2 = 283
ir_drop_uv = 219
p_leak_nw = 20.6
power_mw = 16.0

[status]
outcome = complete, no violations

[min_path]
hp-class = input port to register
==> cell families (layout without fill, tap and decap cells) <==
kind of cell | count (synthesis) | after routing | synth area share [%]
multiplexers | 1024 | 1024 | 21.0
other | 1 | 32 | 0.00769
buffers and inverters | 253 | 471 | 3.15
flip-flops | 1024 | 1024 | 63.1
AND-OR/OR-AND | 576 | 576 | 8.05
AND/OR/NAND/NOR | 508 | 508 | 4.71
==> worst max-delay path, cell delays in order <==
cell,delay [ps]
clkdlybuf4s50_1,620
nor2b_4,850
buf_4,410
buf_4,260
a22o_1,150
nor3_1,50
a31oi_1,230
nand3_1,210
clkdlybuf4s50_1,470
==> worst paths after layout <==
check,start,endpoint,cells past startpoint
worst max-delay path,a1_i[0],rd1_o[7],9
worst min-delay path,wd3_i[20],MEM[18][20],2
==> power breakdown <==
| group | internal [mW] | leakage (nW) | switching [mW] |
|---|---|---|---|
| Clock | 3.69 | 1.64 | 2.80 |
| Combinational | 0.590 | 9.67 | 0.931 |
| Sequential | 7.98 | 9.25 | 0.0404 |
| Total | 12.3 | 20.6 | 3.77 |
==> layout by cell type, fill, tap and decap left out <==
cell             Yosys  layout
nand2b_2             0       4
nor2_1              34       1
clkinv_8             0       1
buf_8                0       2
a22oi_1            192     192
or3_1                1       1
clkbuf_16            0     103
clkinvlp_4           0       5
clkinv_2             0      20
edfxtp_1          1024    1024
or2_2                2       2
clkbuf_1            82      21
clkinv_4             0       1
nand3b_1             5       5
nand3_1            194     194
or3b_2               3       3
a22o_1             128     128
nand2_1            195     193
mux2i_1           1024    1024
a31oi_1             64      64
conb_1               1      32
nor3_1              64      64
clkinv_16            0       4
buf_12               0      33
and2_4               0       2
clkinv_1             0      18
a21oi_1            192     192
clkdlybuf4s50_1      0     110
nand2_2              0       2
nor2b_4              0       4
inv_6                0       2
nor2_4               0      33
bufinv_16            0      12
buf_4               57     139
==> per-layer routing <==
layer	vias up	share of wire (%)	global-route usage, %
met5	-	0.14	0.476
met4	24	3.0	4.84
met3	264	15	12.7
met2	1646	46	29.7
met1	15300	37	24.2
li1	13700	-	-
==> through the flow <==
| step | util, % | hold slack (ps) | std cells | setup slack (ps) |
|---|---|---|---|---|
| floorplan | - | 1300 | 3417 | 2380 |
| global placement | 33.0 | 2030 | 5608 | 449 |
| detailed placement | 33.0 | 2030 | 5608 | 347 |
| CTS | 35.1 | 1260 | 5795 | 340 |
| global route | 35.1 | 1320 | 5795 | 249 |
| finish | 35.1 | 1300 | 5795 | 325 |
==> layout make-up <==
type                            count  area, um2  share of cell area [%]
Sequential cell                  1024      30700                    54.4
Timing Repair Buffer              284       2840                    5.01
Clock inverter                     63        728                    1.29
Multi-Input combinational cell   2140      16900                    29.9
Tap cell                         2160       2700                    4.78
Clock buffer                      124       2660                    4.70
No activity file was given, so power comes from the tool's default toggle rates.
